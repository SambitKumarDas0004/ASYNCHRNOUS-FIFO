==> flow/run.sh <==
#!/bin/bash
# OpenROAD 26Q1-2900-gdf79404cd8, Yosys 0.63+post, stock flow scripts
make -C /OpenROAD-flow-scripts/flow DESIGN_CONFIG=/design/flow/config.mk WORK_HOME=/design/flow/orfs finish
==> flow/config.mk <==
export PLATFORM = sky130hd
export DESIGN_NAME = async_fifo
export DESIGN_NICKNAME = async_fifo
export VERILOG_FILES = /design/flow/design.v
export SDC_FILE = /design/flow/constraint.sdc
export NUM_CORES = 4
export LEC_CHECK = 1
export CORE_UTILIZATION = 50
==> flow/constraint.sdc <==
current_design async_fifo

set clk_period 3.6
set clk_io_pct 0.2

create_clock -name clk0 -period $clk_period [get_ports {rd_clk}]
create_clock -name clk1 -period $clk_period [get_ports {wr_clk}]

set non_clock_inputs [all_inputs -no_clocks]
set_input_delay [expr $clk_period * $clk_io_pct] -clock clk0 $non_clock_inputs
set_output_delay [expr $clk_period * $clk_io_pct] -clock clk0 [all_outputs]
==> flow/design.v <==
`timescale 1ns/1ns
module async_fifo #(
    parameter DATA_WIDTH = 8,
    parameter ADDR_WIDTH = 4
)(
    output [DATA_WIDTH-1:0] rd_data,
    output                  fifo_full,
    output                  fifo_empty,
    input  [DATA_WIDTH-1:0] wr_data,
    input                   wr_en,
    input                   wr_clk,
    input                   wr_rst_n,
    input                   rd_en,
    input                   rd_clk,
    input                   rd_rst_n
);
  wire [ADDR_WIDTH-1:0] wr_addr, rd_addr;
  wire [ADDR_WIDTH:0]   wr_ptr_gray, rd_ptr_gray;
  wire [ADDR_WIDTH:0]   rdptr_sync_wr, wrptr_sync_rd;
  sync_rdptr_to_wrclk #(ADDR_WIDTH) u_sync_r2w (
    .rd_ptr_gray (rd_ptr_gray),
    .wr_clk      (wr_clk),
    .wr_rst_n    (wr_rst_n),
    .rdptr_sync  (rdptr_sync_wr)
  );
  sync_wrptr_to_rdclk #(ADDR_WIDTH) u_sync_w2r (
    .wr_ptr_gray (wr_ptr_gray),
    .rd_clk      (rd_clk),
    .rd_rst_n    (rd_rst_n),
    .wrptr_sync  (wrptr_sync_rd)
  );
  fifo_memory #(DATA_WIDTH, ADDR_WIDTH) u_mem (
    .rd_data (rd_data),
    .wr_data (wr_data),
    .wr_addr (wr_addr),
    .rd_addr (rd_addr),
    .wr_en   (wr_en),
    .fifo_full (fifo_full),
    .wr_clk  (wr_clk)
  );
  read_ptr_empty_ctrl #(ADDR_WIDTH) u_rd_ctrl (
    .fifo_empty   (fifo_empty),
    .rd_addr      (rd_addr),
    .rd_ptr_gray  (rd_ptr_gray),
    .wrptr_sync   (wrptr_sync_rd),
    .rd_en        (rd_en),
    .rd_clk       (rd_clk),
    .rd_rst_n     (rd_rst_n)
  );
  write_ptr_full_ctrl #(ADDR_WIDTH) u_wr_ctrl (
    .fifo_full    (fifo_full),
    .wr_addr      (wr_addr),
    .wr_ptr_gray  (wr_ptr_gray),
    .rdptr_sync   (rdptr_sync_wr),
    .wr_en        (wr_en),
    .wr_clk       (wr_clk),
    .wr_rst_n     (wr_rst_n)
  );
endmodule
module fifo_memory #(
    parameter DATA_WIDTH = 8,
    parameter ADDR_WIDTH = 4
)(
    output [DATA_WIDTH-1:0] rd_data,
    input  [DATA_WIDTH-1:0] wr_data,
    input  [ADDR_WIDTH-1:0] wr_addr,
    input  [ADDR_WIDTH-1:0] rd_addr,
    input                   wr_en,
    input                   fifo_full,
    input                   wr_clk
);
  localparam DEPTH = 1 << ADDR_WIDTH;
  reg [DATA_WIDTH-1:0] mem [0:DEPTH-1];
  assign rd_data = mem[rd_addr];
  always @(posedge wr_clk)
    if (wr_en && !fifo_full)
      mem[wr_addr] <= wr_data;
endmodule
module read_ptr_empty_ctrl #(parameter ADDR_WIDTH = 4)(
    output reg                fifo_empty,
    output     [ADDR_WIDTH-1:0] rd_addr,
    output reg [ADDR_WIDTH:0]  rd_ptr_gray,
    input      [ADDR_WIDTH:0]  wrptr_sync,
    input                      rd_en,
    input                      rd_clk,
    input                      rd_rst_n
);
  reg  [ADDR_WIDTH:0] rd_bin;
  wire [ADDR_WIDTH:0] rd_bin_next, rd_gray_next;
  assign rd_addr     = rd_bin[ADDR_WIDTH-1:0];
  assign rd_bin_next = rd_bin + (rd_en & ~fifo_empty);
  assign rd_gray_next = (rd_bin_next >> 1) ^ rd_bin_next;
  always @(posedge rd_clk or negedge rd_rst_n)
    if (!rd_rst_n)
      {rd_bin, rd_ptr_gray} <= 0;
    else
      {rd_bin, rd_ptr_gray} <= {rd_bin_next, rd_gray_next};
  always @(posedge rd_clk or negedge rd_rst_n)
    if (!rd_rst_n)
      fifo_empty <= 1'b1;
    else
      fifo_empty <= (rd_gray_next == wrptr_sync);
endmodule
module sync_rdptr_to_wrclk #(parameter ADDR_WIDTH = 4)(
    input  [ADDR_WIDTH:0] rd_ptr_gray,
    input                 wr_clk,
    input                 wr_rst_n,
    output reg [ADDR_WIDTH:0] rdptr_sync
);
  reg [ADDR_WIDTH:0] rdptr_sync_ff;
  always @(posedge wr_clk or negedge wr_rst_n)
    if (!wr_rst_n)
      {rdptr_sync, rdptr_sync_ff} <= 0;
    else
      {rdptr_sync, rdptr_sync_ff} <= {rdptr_sync_ff, rd_ptr_gray};
endmodule
module sync_wrptr_to_rdclk #(parameter ADDR_WIDTH = 4)(
    input  [ADDR_WIDTH:0] wr_ptr_gray,
    input                 rd_clk,
    input                 rd_rst_n,
    output reg [ADDR_WIDTH:0] wrptr_sync
);
  reg [ADDR_WIDTH:0] wrptr_sync_ff;
  always @(posedge rd_clk or negedge rd_rst_n)
    if (!rd_rst_n)
      {wrptr_sync, wrptr_sync_ff} <= 0;
    else
      {wrptr_sync, wrptr_sync_ff} <= {wrptr_sync_ff, wr_ptr_gray};
endmodule
module write_ptr_full_ctrl #(parameter ADDR_WIDTH = 4)(
    output reg                fifo_full,
    output     [ADDR_WIDTH-1:0] wr_addr,
    output reg [ADDR_WIDTH:0]  wr_ptr_gray,
    input      [ADDR_WIDTH:0]  rdptr_sync,
    input                      wr_en,
    input                      wr_clk,
    input                      wr_rst_n
);
  reg  [ADDR_WIDTH:0] wr_bin;
  wire [ADDR_WIDTH:0] wr_bin_next, wr_gray_next;
  assign wr_addr     = wr_bin[ADDR_WIDTH-1:0];
  assign wr_bin_next = wr_bin + (wr_en & ~fifo_full);
  assign wr_gray_next = (wr_bin_next >> 1) ^ wr_bin_next;
  always @(posedge wr_clk or negedge wr_rst_n)
    if (!wr_rst_n)
      {wr_bin, wr_ptr_gray} <= 0;
    else
      {wr_bin, wr_ptr_gray} <= {wr_bin_next, wr_gray_next};
  always @(posedge wr_clk or negedge wr_rst_n)
    if (!wr_rst_n)
      fifo_full <= 1'b0;
    else
      fifo_full <= (wr_gray_next ==
                   {~rdptr_sync[ADDR_WIDTH:ADDR_WIDTH-1],
                     rdptr_sync[ADDR_WIDTH-2:0]});
endmodule
==> changes_impl.md <==
### Changed

- Status: complete, no violations
- Kind of end point of the critical path: output pin
- Cell count along the critical path: 5
- Worst rel slew slack: 0.4049
- Final setup viols: 0
- Via/cell ratio: 5.437
- Avg Inst Size Synth: between 15 and 20 sq um
- Worst R2R Start: u_rd_ctrl.rd_bin[0]
- Reg2reg setup slack: 1330 ps
- Std cell rows: 40
- Post_cts resized: 0
- Crit-path cells: buf_12, mux4_2, a22oi_1, nand2_1, clkdlybuf4s50_1
- DR iter-0 viols: 205
- Slew @ Worst Pin: about 890 ps
- Slowest stage cell, crit path: mux4_2
- Die area: between 0.01 and 0.015 sq mm
- Required @ worst endpoint: 2880 ps
- CP startpoint kind: flip-flop
- DRT Pass-1 Iters: 6
- Hold-fix buffers, CTS: 0
- Setup repair after global routing missed its margin: no
- Port bufs: 22
- Commonest Layout Cell: edfxtp_1
- Non-Filler Instances: 552
- PwrDens: between 800 and 900 mW/mm^2
- Hold crit path type: flip-flop to flip-flop
- Floorplan-stage core utilization: 0.5209
- Worst R2R End: u_rd_ctrl.fifo_empty
- Critical path type: flip-flop to output pin
- Initial antenna violation count: 0
- N_diodes: 0
- CP endpoint: rd_data[5]
- VDD IR max: 0.6976 mV
- Fraction of layout cells with a size suffix above 1: 0.2135
- Max stage delay on crit path: 550 ps
- Post-CTS Setup Bufs: 0
- Cell family contributing the most delay on the critical path: buffers and inverters
- Routed vias: 3001
- Filler cell count: between 900 and 1000
- DRC: 0
- CP arrival: 2280 ps
- Detail Route Antenna Nets: 0
- Most frequent cells in the layout: edfxtp_1, dfrtp_1, mux4_2
- Area grow syn2layout: 18.41%
- Vias in the first global route: approximately 3300
- Buffers & Inverters on Critical Path: 2
- I/O Pins: 24
- Dpl hpwl: 7181 microns
- Final Util: 0.6168
- Worst-path clk slew: 50 ps
- GRT Resource Usage Total: 0.2171
- Synth unique cells: 28
- Sink Count: 168
- Max-Cap Viols: 0
- Die width: 114.8 microns
- Worst Path Max Fanout: 33
- Setup Total Neg Slack: 0 ps
- Chip height: 114.8 microns
- Routed WL per cell: ~21 microns
- Ys cells: 322
- Yosys reg bits: 168
- Final hold violations: 0
- Tool warning count: 26
- GR Overflow Total: 0
- Final wirelength: 11590 microns
- Synth warn: 5
- R2r worst-path depth: 7
- Mapped Area: 0.006361 sq mm
- Synthesized instance count: ~320
- First-pass GRT wire length: 18120 microns
- Fin. max-slew vios: 0
- Placer Congestion: 0.8407
- Synth Seq Share: 0.7618
- Core area: roughly 0.012 sq mm
- Synthesis area per yosys: 0.006361 sq mm
- CP startpoint: u_rd_ctrl.rd_bin[0]
- Clock skew: 3.956 ps
- Largest net degree at the start of global routing: 36
- TritonCTS clock tree: built
- LEAKAGE: 2.658 nW
- Inst Count DP: approximately 520
==> Yosys cell counts (all sizes together) <==
library cell	n	area, sq um
edfxtp	128	3844
a21boi	1	7.510
inv	6	22.52
nand2	13	48.80
and2b	1	7.510
nor3	4	20.02
xor3	1	23.77
dfstp	1	26.28
nand2b	3	18.77
a22oi	16	120.1
nand3	8	40.04
clkbuf	5	18.77
nor2b	2	12.51
buf	10	48.79
xnor2	10	95.10
xor2	13	113.9
nor2	15	56.30
mux4	32	720.7
dfrtp	39	975.9
xnor3	1	22.52
and2	1	6.260
and3	1	6.260
or3	5	31.28
a221oi	2	23.77
ha	4	50.05
==> layout make-up <==
cell class,instances,area (sq um),area share
Clock buffer,24,515.5,0.06844
Clock inverter,9,113.9,0.01512
Inverter,6,22.52,0.002990
Multi-Input combinational cell,133,1425,0.1892
Sequential cell,168,4847,0.6435
Tap cell,168,210.2,0.02791
Timing Repair Buffer,44,397.9,0.05282
==> cells by family (layout without fill, tap and decap cells) <==
kind of cell | after synthesis | after routing | synth area share
DFF | 168 | 168 | 0.7618
adders and majority gates | 4 | 4 | 0.007868
muxes | 32 | 32 | 0.1133
AOI/OAI and AO/OA | 19 | 19 | 0.02380
xor gates and xnor gates | 25 | 25 | 0.04013
buffers and inverters | 21 | 83 | 0.01416
and+or+nand+nor | 53 | 53 | 0.03895
==> through the flow <==
stage | setup WS [ps] | power [mW] | hold WS (ps) | area (sq um)
global placement | 771.0 | 4.662 | 333.8 | 6903
global route | 464.9 | 6.841 | 178.7 | 7532
floorplan | 1251 | 3.952 | 331.2 | 6361
CTS | 575.6 | 6.571 | 182.1 | 7532
detailed placement | 706.5 | 4.669 | 334.7 | 6903
finish | 596.8 | 6.492 | 193.9 | 7532
==> worst min path at each step <==
| stage | startpoint | to | slack (ps) | cells past startpoint |
|---|---|---|---|---|
| after global routing | u_rd_ctrl.rd_ptr_gray[1] | u_sync_r2w.rdptr_sync_ff[1] | 180 | 0 |
| after CTS | u_rd_ctrl.rd_ptr_gray[1] | u_sync_r2w.rdptr_sync_ff[1] | 180 | 0 |
| final | u_rd_ctrl.rd_ptr_gray[1] | u_sync_r2w.rdptr_sync_ff[1] | 190 | 0 |
==> registers in the layout, summed over array words and instances, names as in the netlist <==
register and count:
u_mem.mem 128, u_rd_ctrl.rd_ptr_gray 5, u_sync_r2w.rdptr_sync 5, u_sync_r2w.rdptr_sync_ff 5, u_sync_w2r.wrptr_sync 5, u_sync_w2r.wrptr_sync_ff 5, u_wr_ctrl.wr_ptr_gray 5, u_rd_ctrl.rd_bin 4
u_wr_ctrl.wr_bin 4, u_rd_ctrl.fifo_empty 1, u_wr_ctrl.fifo_full 1
==> metal layers <==
metal | wire length, microns | track usage | up-vias
met5 | 0 | 0.01111 | -
met4 | 111 | 0.02771 | 0
met1 | 4739 | 0.3273 | 1495
met2 | 5489 | 0.3164 | 143
li1 | - | - | 1357
met3 | 1252 | 0.1287 | 6
==> power breakdown <==
group | total, mW | switching [mW] | leakage (nW) | internal (mW)
clock network | 1.88 | 0.671 | 0.305 | 1.21
logic | 1.94 | 0.963 | 0.726 | 0.974
registers | 2.67 | 0.182 | 1.63 | 2.49
total | 6.49 | 1.81 | 2.66 | 4.68
Power is estimated from default activity; no workload was simulated.
